$ cat flow/design.v
`timescale 1ns / 1ps
module ex_latch (  
		input clk, 
		input[3:0] br,
		input [3:0] alu_cond,  
		input [31:0] alu,
		input [31:0] adder,
		input [31:0] immediate,
		input [5:0] rd,
		output reg [3:0] br_out,
		output reg [3:0] alu_cond_out,
		output reg [31:0] alu_out,
		output reg [31:0] adder_out,
		output reg [31:0] imm_out,
		output reg [5:0] rd_out
		); 
	always @ (posedge clk)
	begin
		br_out <= br;
		alu_out <= alu;
		adder_out <= adder;
		imm_out <= immediate;
		rd_out <= rd;
		alu_cond_out <= alu_cond;
	end
endmodule 
$ cat flow/run.sh
#!/bin/bash
# OpenROAD 26Q1-2900-gdf79404cd8, Yosys 0.63+post, stock flow scripts
make -C /OpenROAD-flow-scripts/flow DESIGN_CONFIG=/design/flow/config.mk WORK_HOME=/design/flow/orfs finish
$ cat flow/config.mk
export PLATFORM = sky130hd
export DESIGN_NAME = ex_latch
export DESIGN_NICKNAME = ex_latch
export VERILOG_FILES = /design/flow/design.v
export SDC_FILE = /design/flow/constraint.sdc
export NUM_CORES = 4
export LEC_CHECK = 1
export CORE_UTILIZATION = 30
$ cat flow/constraint.sdc
current_design ex_latch

set clk_period 1.0
set clk_io_pct 0.2

create_clock -name clk0 -period $clk_period [get_ports {clk}]

set non_clock_inputs [all_inputs -no_clocks]
set_input_delay [expr $clk_period * $clk_io_pct] -clock clk0 $non_clock_inputs
set_output_delay [expr $clk_period * $clk_io_pct] -clock clk0 [all_outputs]
==> results.ini <==
[hold_path]
hold_start = alu[28]
hp-class = in -> reg
min_delay_path_depth = 1
holdPathEnd = alu_out[28]

[critical_path]
cp_slowest_cell = dfxtp_2
critPathLaunchType = flop
cp_cell_sequence = buf_2
worst_ep_arrival_time_ns = 0.78
crit_buf_inv = 1
crit_cells = 1
slowest_delay_ns = 0.32
cp.required_ns = 0.80
crit_type = reg -> out
endpoint_kind = primary output
crit_family = flip-flops
path_max_fanout = 1

[status]
status = finished, final reports clean

[finish]
num-fill-cells = 580
stdcell_count = 442
syn2layout_area_growth_pct = 90.2
comb_cells = 0
logic_area_um2 = 0
drive_gt1_share_pct = 37.6

[drt]
dr_wl_met2_um = 2730
wl_um = 6100
maxUsedRoutingLayer = met4
drt_pass1_iterations = 2
wl_met1_um = 2280
vias = 1644
antennaDiodeCount = 0
avgViaCountPerCell = 3.72
wl_met3_um = 988
drcViolationCount = 0
first_iter_violations = 10
wire_per_inst_um = 13.8
drtAntennaViolNets = 0

[sta]
grt_setup_unrepaired = yes
final.min_clock_period_ns = 0.981
min_period_over_period_pct = 98.1
hold_violations = 0
hold-worst-slack_ns = 0.275
slew_headroom_pct = 93.0
setup_tns_ns = 0
finalMaxSlewViolations = 0
setup_viol = 0
worst_pin_slew_ns = 0.105
clock.fmax_ghz = 1.02
setup_ws_ns = 0.0190

[pwr]
ir_drop_uv = 1060
leakage_uw = 0.00189
powerDensity_nw_per_um2 = 1890
finalPower_uw = 7900

[synthesis]
synth-main-ff-cell = dfxtp_1
synth_stat.cells = 110
edf_count = 0
ys_types = 1
syn_area_per_cell_um2 = 20.0
async_reset_ff_share_pct = 0
ys_seq_share_pct = 100
postSynthCellCount = 110
top_cells_by_count = dfxtp_1
yosys.stat.chipArea_um2 = 2200
largest_area_cell = dfxtp_1
synthMostInstantiatedCell = dfxtp_1
netlist_area_um2 = 2200
top_area_share_pct = 100
numSynthFlops = 110
ys_warn_count = 1
netlist_top_cells_area = dfxtp_1

[global_routing]
overflow = 0
antenna_found_initial = 0
grt_max_degree = 19
grt_pass1_wl_um = 8360
grt_pass1_vias = 1550
grt_util_all_layers_pct = 15.4

[cts]
clockBufferDepth = 2
ctsHoldBuffers = 0
h-tree-depth = 3
numCtsBuffers = 9
root_buffer = clkbuf_8
post-cts-setup-buffers = 0
numClockSinks = 110
tritoncts = built
clkTransAtPathRegs_ns = 0.10

[floorplanning]
die_w_um = 87.7
coreArea_um2 = 6940
io_pins = 221
row_count = 30
fp_util_pct = 31.7
dieArea_um2 = 7690
dieHeight_um = 87.7

[placed_design]
place.gp.congestion = 0.696
numPlacedInstances = 426
pre_cts_ws_ns = 0.00718
numPortBuffers = 220

[run]
max-cap-violations = 0
warnings = 28

[worst max-delay path by stage]
stage,start,to
after CTS,alu_out[1],alu_out[1]
after global routing,adder_out[4],adder_out[4]
final,rd_out[4],rd_out[4]
[metal layers]
| metal | track usage [%] | vias to the layer above |
|---|---|---|
| li1 | - | 797 |
| met1 | 20.7 | 705 |
| met2 | 22.4 | 133 |
| met3 | 9.26 | 9 |
| met4 | 2.53 | 0 |
| met5 | 0 | - |
[stage by stage]
step,util (%),area (um^2)
6_report,60.3,4190
5_1_grt,60.3,4190
4_1_cts,60.3,4190
3_5_place_dp,65.2,4520
3_3_place_gp,65.2,4520
2_1_floorplan,-,2200
[report_power, final]
| part | internal (uW) | switching [uW] |
|---|---|---|
| combinational | 510 | 88.6 |
| sequential | 4610 | 45.8 |
| clock | 1240 | 1410 |
[registers in the layout, summed over array words and instances (netlist names)]
name and count:
alu_cond_out 4, alu_out 32, adder_out 32, imm_out 32, br_out 4, rd_out 6
[layout by cell type, fill, tap and decap left out]
master	netlist	layout
dfxtp_1	110	106
clkinvlp_4	0	2
clkinv_4	0	3
buf_2	0	110
clkdlybuf4s50_1	0	110
dfxtp_2	0	4
clkbuf_8	0	10
bufinv_16	0	1
[what timing repair did]
| action | in CTS | in global routing |
|---|---|---|
| resized | 346 | 2 |
| setup endpoints to repair | 110 | 93 |
| endpoints found under the hold margin | 0 | 0 |
| pin swaps | 0 | 0 |
[cells by family (layout without fill, tap and decap cells)]
logic type / Yosys count / count (layout) / synth area share, %
flip-flops: 110 / 110 / 100
buffers and inverters: 0 / 236 / 0
[area by class of cell]
type	count	area [um^2]	share of cell area, %
clock buffer	10	138	3.29
clock inverter	6	71.3	1.70
sequential	110	2210	52.7
tap	96	120	2.87
timing repair buffer	220	1650	39.4
