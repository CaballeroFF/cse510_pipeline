## design/flow/design.v

```verilog
`timescale 1ns /1ps
module memory_register (
		input clk,
		input write,        
		input read,
		input [31:0] address,
		input [31:0] data,
		output reg [31:0] read_data
				);
		reg [31:0] mem [255:0];
		always @ (posedge clk)
			if(write)
				mem[address] <= data;
		always @ *
			if (read)
				read_data = mem[address];
endmodule
```

## design/flow/run.sh

```bash
#!/bin/bash
# OpenROAD 26Q1-2900-gdf79404cd8, Yosys 0.63+post, stock flow scripts
make -C /OpenROAD-flow-scripts/flow DESIGN_CONFIG=/design/flow/config.mk WORK_HOME=/design/flow/orfs finish
```

## design/flow/config.mk

```make
export PLATFORM = sky130hd
export DESIGN_NAME = memory_register
export DESIGN_NICKNAME = memory_register
export VERILOG_FILES = /design/flow/design.v
export SDC_FILE = /design/flow/constraint.sdc
export NUM_CORES = 4
export LEC_CHECK = 1
export CORE_UTILIZATION = 50
export SYNTH_MEMORY_MAX_BITS = 65536
```

## design/flow/constraint.sdc

```tcl
current_design memory_register

set clk_period 50.0
set clk_io_pct 0.2

create_clock -name clk0 -period $clk_period [get_ports {clk}]

set non_clock_inputs [all_inputs -no_clocks]
set_input_delay [expr $clk_period * $clk_io_pct] -clock clk0 $non_clock_inputs
set_output_delay [expr $clk_period * $clk_io_pct] -clock clk0 [all_outputs]
```

==> results_slide.txt <==
Implementation Results

Status
  • Status: finished clean

Placement
  • DP Wirelength: around 520 mm
  • Dpl cell area: 325400 sq um
  • Port bufs: approximately 74
  • Gpl congestion: ~1.1

Power and ir drop
  • Maximum vdd drop: ~0.000035 V
  • Pwr Total: between 10 and 15 mW
  • Leak pwr: around 110 nW
  • Pwr dens: between 40 and 50 nW/um^2

Final timing
  • Max-slew violations: 0
  • Endpoints left unconstrained: ~64
  • Final Hold Viols: 0
  • Final worst path period need: 13.76 ns
  • Slew @ Worst Pin: between 1 and 1.5 ns
  • Final setup fails: 0
  • FMAX: approximately 73 MHz
  • RSZ-0062 raised after global routing: false
  • Register pins left without a clock: 32
  • Crit share post-route: 27.52%
  • Setup TNS: 0 ns
  • Min Hold Slack: 9.184 ns
  • Max transition margin: between 10% and 20%

Route
  • DRC viols: 0
  • Total number of vias: roughly 150k
  • WL/cell: approximately 38 um
  • Vias/cell: about 6.4
  • Detailed Routing Iterations Pass 1: 6
  • DRT iter0 DRCs: around 11000
  • Drt total wl: 877.7 mm
  • Antenna Nets Post-Route: 0

Cells and area
  • Area grow syn2layout: 13.79%
  • Most numerous logic cells after layout: edfxtp_1, mux4_2, a22oi_1
  • Share of cells above drive strength 1: between 20% and 30%
  • Logic area: ~60000 sq um
  • Layout fillers: ~42000
  • Cell area after layout: roughly 350000 sq um
  • Storage cell area: between 200000 and 250000 sq um
  • Most numerous logic cell after layout: edfxtp_1

Global routing
  • Vias in the first global route: roughly 160k
  • Grt total ovfl: 0
  • Largest net degree at the start of global routing: 113
  • Gr usage total: 32.46%
  • Global-route wire length before repair: 1229 mm
  • Initial antenna violation count: 36

Setup path
  • Max FO, Critical Path: 28
  • Setup CP Type: input port to flip-flop
  • Worst Path Arrival: 14.61 ns
  • Startpoint types: input port
  • CP required: ~50 ns
  • Critical Path End Type: flip-flop

Clocking
  • Root Buffer: clkbuf_16
  • Hold_buf cts: 0
  • CTS tree: built
  • Clock buffer depth: 4
  • CTS Buf Count: 806
  • CTS H-tree lvls: 6
  • CTS clock-pin slew for the worst setup and hold paths: approximately 0.060 ns
  • Post-CTS setup repair buffer count: 0
  • Cts repair resizes: 0

Floorplan
  • IO Pins: slightly below 100
  • DIE HEIGHT: around 790 um
  • Die X: roughly 790 um
  • Core Region: 615100 sq um
  • DIE AREA: between 600000 and 700000 sq um
  • Initial Utilization: 50.21%
  • Num rows: about 290

Logic synthesis
  • Flops out of synthesis: 8224
  • Yosys cell count: roughly 13000
  • Post-Syn Area: roughly 300000 sq um
  • Cell Type Count: 22
  • Cell count after synthesis: 13090
  • Syn_area_per_cell: 23.60 sq um
  • Yosys warnings: 1
  • Chip area line of the yosys report: 308800 sq um

Run
  • Number of logged tool warnings: 58
  • Max-cap viol count: 0

Worst hold path
  • Hold/Removal Path Class: input port to flip-flop
-- per-stage QoR --
step / setup slack, ns / utilization, % / std cells
after floorplan: 36.12 / - / 13090
after global placement: 35.17 / 52.90 / 21310
after detailed placement: 35.07 / 52.90 / 21310
after CTS: 36.37 / 57.11 / 22790
after global routing: 36.23 / 57.12 / 22820
final: 36.24 / 57.13 / 22840
-- registers in the layout, summed over array words and instances (netlist names) --
name and count:
read_data 32, mem 8192
-- logic make-up after synthesis --
family	Yosys count	share of synthesized area (%)
latches	32	0.1556
AOI/OAI and AO/OA	1664	3.682
muxes	2048	14.93
DFF	8192	79.65
and+or+nand+nor	354	0.4890
buffers and inverters	797	1.089
-- path summary, 6_finish.rpt --
| path | start | endpoint | slack, ns | depth (start not counted) |
|---|---|---|---|---|
| min | data[0] | mem[228][0] | 9.18 | 1 |
| max | address[2] | mem[48][22] | 36.24 | 7 |
-- worst max-delay path, cell delays in order --
cell	delay, ns
clkdlybuf4s50_1	0.76
nor2_4	0.95
buf_4	0.57
nand3_4	0.64
buf_4	0.58
nor2_4	0.62
buf_4	0.41
-- routing by layer --
metal / vias to the layer above / GRT usage, % / wire length [um]
met5: - / 8.590 / 6082
met4: 86 / 10.48 / 39990
met3: 1386 / 31.80 / 198100
met2: 11260 / 42.09 / 384700
met1: 73660 / 38.09 / 248900
li1: 58890 / - / -
-- final cells by class --
class | instances | area share, %
Tap cell | 8120 | 2.891
Clock buffer | 965 | 5.933
Inverter | 1 | 0.001068
Antenna cell | 55 | 0.03916
Multi-Input combinational cell | 4066 | 17.52
Sequential cell | 8224 | 70.13
Timing Repair Buffer | 900 | 2.046
Clock inverter | 509 | 1.432
-- Yosys cell counts --
| library cell | number | area share [%] |
|---|---|---|
| a21oi_1 | 512 | 0.83 |
| a22oi_1 | 1024 | 2.5 |
| and2_1 | 3 | 0.0061 |
| buf_1 | 64 | 0.078 |
| buf_2 | 209 | 0.34 |
| buf_4 | 21 | 0.051 |
| buf_6 | 4 | 0.015 |
| clkbuf_1 | 498 | 0.61 |
| dlxtp_1 | 32 | 0.16 |
| edfxtp_1 | 8192 | 80 |
| inv_1 | 1 | 0.0012 |
| mux4_2 | 2048 | 15 |
| nand2_1 | 28 | 0.034 |
| nand2b_1 | 6 | 0.012 |
| nand3_1 | 13 | 0.021 |
| nand4_1 | 32 | 0.065 |
| nor2_1 | 232 | 0.28 |
| nor2b_1 | 7 | 0.014 |
| nor3_1 | 30 | 0.049 |
| o41ai_1 | 128 | 0.36 |
| or2_2 | 2 | 0.0041 |
| or3_1 | 1 | 0.0020 |
-- where the power goes --
| part | switching, mW | total [mW] | internal [mW] |
|---|---|---|---|
| Clock | 2.58 | 5.92 | 3.34 |
| Combinational | 0.500 | 0.719 | 0.219 |
| Sequential | 0.00788 | 7.58 | 7.57 |
Power and IR drop assume default switching activity.
