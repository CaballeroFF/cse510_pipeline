`design.v`:
```
`timescale 1ns / 1ps
module Instruction_Memory(
	input clk,
	input [31:0] instruction,
	output reg [31:0] Data
    );
	 reg [7:0] memory [255:0];  
	 initial begin
		memory[0] = 8'hD1;
		memory[1] = 8'h18;
		memory[2] = 8'hD1;
		memory[3] = 8'h18;
		memory[4] = 8'h18;
		memory[5] = 8'hD1;
		memory[6] = 8'h18;
		memory[7] = 8'h18;
		memory[8] = 8'hD1;
		memory[9] = 8'h18;
	 end
	 always @ (posedge clk)
		Data <= {memory[instruction], memory[instruction + 1], memory[instruction + 2], memory[instruction + 3]};
endmodule
```
`run.sh`:
```
#!/bin/bash
# OpenROAD 26Q1-2900-gdf79404cd8, Yosys 0.63+post, stock flow scripts
make -C /OpenROAD-flow-scripts/flow DESIGN_CONFIG=/design/flow/config.mk WORK_HOME=/design/flow/orfs finish
```
`config.mk`:
```
export PLATFORM = sky130hd
export DESIGN_NAME = Instruction_Memory
export DESIGN_NICKNAME = Instruction_Memory
export VERILOG_FILES = /design/flow/design.v
export SDC_FILE = /design/flow/constraint.sdc
export NUM_CORES = 4
export LEC_CHECK = 1
export CORE_AREA = 10 10 70 70
export DIE_AREA = 0 0 80 80
```
`constraint.sdc`:
```
current_design Instruction_Memory

set clk_period 1.7
set clk_io_pct 0.2

create_clock -name clk0 -period $clk_period [get_ports {clk}]

set non_clock_inputs [all_inputs -no_clocks]
set_input_delay [expr $clk_period * $clk_io_pct] -clock clk0 $non_clock_inputs
set_output_delay [expr $clk_period * $clk_io_pct] -clock clk0 [all_outputs]
```
==> flow_summary.html <==
<h3>Flow metrics</h3>
<table>
<tr><th>Metric</th><th>Value</th></tr>
<tr><th colspan="2">Outcome</th></tr>
<tr><td>Run status</td><td>completed</td></tr>
<tr><th colspan="2">Detailed routing</th></tr>
<tr><td>Violation count after the first detailed-route iteration</td><td>0</td></tr>
<tr><td>Total wirelength of the detailed-routed design</td><td>1.12 mm</td></tr>
<tr><td>Number of vias in the routed layout</td><td>~380</td></tr>
<tr><td>Remaining antenna violation count</td><td>0</td></tr>
<tr><td>Wire per inst</td><td>8.98 um</td></tr>
<tr><td>Residual DRC count</td><td>0</td></tr>
<tr><td>Number of detailed-routing iterations run before antenna repair</td><td>1</td></tr>
<tr><td>Diode insertion count for antenna repair</td><td>0</td></tr>
<tr><td>Via/cell ratio</td><td>just over 3</td></tr>
<tr><th colspan="2">Place</th></tr>
<tr><td>Worst slack, placed</td><td>-0.293 ns</td></tr>
<tr><td>Cell area after placement</td><td>698 um2</td></tr>
<tr><td>Routability congestion estimate</td><td>0.877</td></tr>
<tr><td>Port bufs</td><td>20</td></tr>
<tr><td>Total placed cells including tap cells</td><td>around 120</td></tr>
<tr><td>Post-detail-place hpwl</td><td>1.02 mm</td></tr>
<tr><th colspan="2">Cells and area</th></tr>
<tr><td>Layout fillers</td><td>between 300 and 400</td></tr>
<tr><td>Top Registers</td><td>Data: 8 flops</td></tr>
<tr><td>Post-route cell area</td><td>724 um2</td></tr>
<tr><td>Area added between synthesis and finish</td><td>37.5%</td></tr>
<tr><td>Number of flip-flops in the largest register</td><td>8</td></tr>
<tr><td>Top register by number of flip-flops</td><td>Data</td></tr>
<tr><td>Tally of non-filler cells in the final layout</td><td>125</td></tr>
<tr><td>Layout cells sized above 1</td><td>0.152</td></tr>
<tr><th colspan="2">Yosys</th></tr>
<tr><td>Sequential fraction of the synthesis area</td><td>0.304</td></tr>
<tr><td>Largest non-sequential cell family by area</td><td>buffers and inverters</td></tr>
<tr><td>Synthesized chip area reported by yosys</td><td>about 530 um2</td></tr>
<tr><td>Number of warnings printed during yosys synthesis</td><td>1</td></tr>
<tr><td># Cells Yosys</td><td>61</td></tr>
<tr><td>Mean cell area of the mapped netlist</td><td>between 8 and 9 um2</td></tr>
<tr><td>Mapped cell area</td><td>roughly 530 um2</td></tr>
<tr><td>Synth unique cells</td><td>22</td></tr>
<tr><td>Synth flops</td><td>8</td></tr>
<tr><td>Multiplexer share of the synthesized area</td><td>0.0404</td></tr>
<tr><td>Gate count after technology mapping</td><td>61</td></tr>
<tr><td>Top cells by area, synth</td><td>sky130_fd_sc_hd__buf_4 (34%), sky130_fd_sc_hd__dfxtp_1 (30%), sky130_fd_sc_hd__ha_1 (4.8%)</td></tr>
<tr><td>Cell with the most instances after synthesis</td><td>sky130_fd_sc_hd__buf_4</td></tr>
<tr><td>Synth async-reset ratio</td><td>0</td></tr>
<tr><td>Adder-cell area share of the yosys netlist</td><td>0.0475</td></tr>
<tr><td>Number of enable flip-flop cells</td><td>0</td></tr>
<tr><td>Synth area leader</td><td>sky130_fd_sc_hd__buf_4</td></tr>
<tr><td>Area leader share</td><td>0.342</td></tr>
<tr><td>Most frequent cells after synthesis</td><td>sky130_fd_sc_hd__buf_4 (24), sky130_fd_sc_hd__dfxtp_1 (8), sky130_fd_sc_hd__o21ai_0 (4), sky130_fd_sc_hd__nor2_1 (3)</td></tr>
<tr><td>Post-synthesis share of cell area spent on and-or and or-and gates</td><td>0.102</td></tr>
<tr><td>Main synth FF type</td><td>sky130_fd_sc_hd__dfxtp_1</td></tr>
<tr><td>Xor and xnor area share after synthesis</td><td>0.0333</td></tr>
<tr><td>Simple share</td><td>0.102</td></tr>
<tr><th colspan="2">Floorplanning</th></tr>
<tr><td>Number of top-level design ports</td><td>65</td></tr>
<tr><td>Std cell rows</td><td>21</td></tr>
<tr><td>Total die size</td><td>~6400 um2</td></tr>
<tr><td>Area of the core region</td><td>3420 um2</td></tr>
<tr><td>Die height</td><td>about 80 um</td></tr>
<tr><td>Die Width</td><td>roughly 80 um</td></tr>
<tr><td>Initial standard-cell utilization of the core</td><td>0.154</td></tr>
<tr><th colspan="2">Global routing</th></tr>
<tr><td>GRT Residual Overflow</td><td>0</td></tr>
<tr><td>First-pass GRT wire length</td><td>~1.7 mm</td></tr>
<tr><td>Global routing met1 resource utilization</td><td>0.0322</td></tr>
<tr><td>Antenna violations before repair</td><td>0</td></tr>
<tr><td>GRT Overall Usage</td><td>0.0316</td></tr>
<tr><td>Vias in the first global route</td><td>a little under 400</td></tr>
<tr><td>Met2 layer usage reported by global route</td><td>0.0562</td></tr>
<tr><td>GR Layer Usage met3</td><td>0.0102</td></tr>
<tr><td>Largest net degree at the start of global routing</td><td>13</td></tr>
<tr><td>Most Used Layer, Global Route</td><td>met2</td></tr>
<tr><th colspan="2">Timing</th></tr>
<tr><td>Final Worst Setup Slack</td><td>0.0767 ns</td></tr>
<tr><td>Post-layout min period</td><td>1.62 ns</td></tr>
<tr><td>Number of hold violations in the final report</td><td>0</td></tr>
<tr><td>Setup-failing EPs final</td><td>0</td></tr>
<tr><td>Upper clock frequency limit</td><td>just over 0.6 GHz</td></tr>
<tr><td>Number of pins exceeding their max-slew limit in the final report</td><td>0</td></tr>
<tr><td>Unrepaired setup endpoints after global routing</td><td>false</td></tr>
<tr><td>Worst hold slack across all endpoints</td><td>roughly 0.63 ns</td></tr>
<tr><td>Period Utilization, post-route</td><td>0.955</td></tr>
<tr><th colspan="2">Setup path</th></tr>
<tr><td>Cell class contributing the biggest share of worst-path delay</td><td>buffers and inverters</td></tr>
<tr><td>Slowest CP cell</td><td>sky130_fd_sc_hd__clkdlybuf4s50_1</td></tr>
<tr><td>Required time worst endpoint</td><td>about 1.8 ns</td></tr>
<tr><td>Critical path, cell by cell</td><td>clkdlybuf4s50_1 &gt; ha_1 &gt; or3_1 &gt; a21o_1 &gt; a32o_1</td></tr>
<tr><td>Startpoint-to-endpoint class of the critical path</td><td>in2reg</td></tr>
<tr><td>Worst-path fanout max</td><td>3</td></tr>
<tr><td>Worst setup SP type</td><td>input port</td></tr>
<tr><td>Endpoint type of the worst setup path</td><td>register</td></tr>
<tr><td>Crit path buf inv count</td><td>1</td></tr>
<tr><td>Arrival time worst endpoint</td><td>approximately 1.8 ns</td></tr>
<tr><td>Largest incremental delay on the critical path</td><td>0.46 ns</td></tr>
<tr><th colspan="2">Power</th></tr>
<tr><td>Worst vdd ir</td><td>between 0.1 and 0.15 mV</td></tr>
<tr><td>Total power of the final layout</td><td>a little under 0.5 mW</td></tr>
<tr><td>Total power per unit cell area</td><td>about 670 nW/um2</td></tr>
<tr><td>Leak</td><td>between 0.3 and 0.4 nW</td></tr>
<tr><th colspan="2">CTS</th></tr>
<tr><td>Clock Tree Buf Depth</td><td>2</td></tr>
<tr><td>CTS sink count</td><td>8</td></tr>
<tr><td>Clock root cell</td><td>sky130_fd_sc_hd__clkbuf_4</td></tr>
<tr><td>Clock tree from TritonCTS</td><td>yes</td></tr>
<tr><td>H-tree lvl count</td><td>1</td></tr>
<tr><td>Clock buffers created by TritonCTS</td><td>3</td></tr>
<tr><td>Clk slew on worst S/H paths</td><td>around 0.050 ns</td></tr>
<tr><td>Hold buffer count at cts</td><td>0</td></tr>
<tr><th colspan="2">Flow run</th></tr>
<tr><td>Max-cap violations</td><td>0</td></tr>
<tr><td>Number of warning messages in the logs</td><td>~54</td></tr>
<tr><th colspan="2">Hold path</th></tr>
<tr><td>Count of cells along the worst hold path</td><td>3</td></tr>
<tr><td>Path class of the lowest-slack min-delay path</td><td>in2reg</td></tr>
<tr><td>Worst Hold End</td><td>Data[3]</td></tr>
<tr><td>Launch point of the worst hold path</td><td>instruction[1]</td></tr>
</table>
logic make-up after synthesis:
kind of cell               after synthesis
AOI/OAI and AO/OA                        8
xor gates and xnor gates                 2
adders and majority gates                2
buffers and inverters                   26
DFF                                      8
muxes                                    2
other                                    2
and+or+nand+nor                         11
report_power, final:
part	internal (mW)	total, mW	switching, mW
Sequential	0.206	0.214	0.00776
Combinational	0.0943	0.132	0.0377
Clock	0.0804	0.140	0.0594
Total	0.381	0.486	0.105
per-layer routing:
metal  part of all wire  vias up  routed length [um]
met5                  0        -                   0
met3               0.11        4                 128
met4              0.041        0                  46
met2               0.45       22                 501
li1                   -      193                   -
met1               0.40      161                 446
layout make-up:
class,instances,area (um2),share of cell area
multi-input combinational,41,236,0.326
sequential,8,160,0.221
tap,46,57.6,0.0794
inverter,1,3.75,0.00518
timing repair buffer,26,244,0.337
clock buffer,3,22.5,0.0311
timing repair:
item                       in CTS  in global routing
setup endpoints to repair       1                  2
setup buffers                   0                  0
gates resized                   1                  2
through the flow:
stage | utilization | setup TNS (ns)
CTS | 0.211 | 0
detailed placement | 0.204 | -0.780
floorplan | - | 0
global placement | 0.204 | -0.654
global route | 0.212 | 0
finish | 0.212 | 0
layout by cell type (no fill, tap or decap), types with 2 or more instances in the layout:
cell type	synthesis	layout
sky130_fd_sc_hd__nand2_1	2	2
sky130_fd_sc_hd__buf_4	24	6
sky130_fd_sc_hd__nor2_1	3	2
sky130_fd_sc_hd__clkdlybuf4s50_1	0	19
sky130_fd_sc_hd__and2_1	2	2
sky130_fd_sc_hd__clkbuf_4	0	3
sky130_fd_sc_hd__dfxtp_1	8	8
sky130_fd_sc_hd__o21ai_0	4	4
sky130_fd_sc_hd__conb_1	2	16
worst max path at each step:
| stage | startpoint | end | slack, ns | cells past startpoint |
|---|---|---|---|---|
| global route | instruction[2] | Data[6] | 0.01 | 5 |
| finish | instruction[2] | Data[6] | 0.08 | 5 |
| CTS | instruction[2] | Data[6] | 0.06 | 5 |
Power and IR drop assume default switching activity.
